**flow/design.v**
```verilog
module Decoder1to2(m, S, en);
    input S;  
    input en;  
    output [1:0]m;  
    assign m[0] = ~S&en;
    assign m[1] = S&en;
endmodule
`timescale 1ns / 1ps
module Eight_bit_Ram(i_clk, i_rst, i_write_en, i_addr, i_write_data, o_read_data);
    input i_clk, i_rst, i_write_en;
    input [2:0] i_addr;
    input [7:0] i_write_data;
    output reg [7:0] o_read_data;
    reg [7:0] mem [0:7];
    always @ (posedge i_clk)
    begin
        if(i_rst)
        begin
            mem[0] <= 8'b0;
            mem[1] <= 8'b0;
            mem[2] <= 8'b0;
            mem[3] <= 8'b0;
            mem[4] <= 8'b0;
            mem[5] <= 8'b0;
            mem[6] <= 8'b0;
            mem[7] <= 8'b0;
        end
        else 
        begin 
            if(i_write_en)
                mem[i_addr] <= i_write_data;
            else
                o_read_data <= mem[i_addr];
        end
    end
endmodule
`timescale 1ns / 1ps
module Four_bit_ROM(ROM_data, ROM_addr);
    output reg [3:0] ROM_data;
    input [2:0] ROM_addr;
    always @(ROM_addr) begin
	case (ROM_addr)
         3'd0: ROM_data = 4'b0000;
         3'd1: ROM_data = 4'b1100;
         3'd2: ROM_data = 4'b0110;
         3'd3: ROM_data = 4'b0111;
         3'd4: ROM_data = 4'b1000;
         3'd5: ROM_data = 4'b0001;
         3'd6: ROM_data = 4'b1101;
         3'd7: ROM_data = 4'b1110;
    endcase
	end
endmodule
`timescale 1ns / 1ps
module Multiplier_top(clk,reset,adr1_r,adr2_r,adr_ram,result,st_out);
    input clk;
    input reset;
    input [2:0]adr1_r;
    input [2:0]adr2_r;
    input [2:0]adr_ram;
    output [7:0] result;
    output [3:0] st_out;
    wire [3:0] ROM_data;
    wire [2:0] ROM_addr;
    wire W;
    wire DA;
    wire SA1;
    wire SA2;
    wire [3:0] Data1;
    wire [3:0] Data2;
    wire [7:0] Product;
    wire W_r;
    Four_bit_ROM uut1 (.ROM_data(ROM_data), .ROM_addr(ROM_addr));
    cu uut4(.clk(clk), .reset(reset), .adr1(adr1_r), .adr2(adr2_r), .w_rf(W), .adr(ROM_addr), .DA(DA), .SA(SA1), .SB(SA2), .st_out(st_out), .w_ram(W_r));
    RF uut5(.A(Data1), .B(Data2), .SA(SA1), .SB(SA2), .D(ROM_data), .DA(DA), .W(W), .rst(reset), .clk(clk));
    multiplier uut2(.a(Data1), .b(Data2), .p(Product));  
    Eight_bit_Ram uut3(.i_clk(clk), .i_rst(reset), .i_write_en(W_r), .i_addr(adr_ram), .i_write_data(Product), .o_read_data(result));
endmodule
module Mux2to1Nbit(o, i1,i2, s);
    input [3:0] i1,i2;
    input s;
    output reg [3:0] o;
    always @(s or i1 or i2)
    begin
        case (s)
        1'b0 : o = i1;
        1'b1 : o = i2;
        default : o = 4'b0;
    endcase
    end
endmodule
module RF(A, B, SA, SB, D, DA, W, rst, clk);
    output [3:0]A;  
    output [3:0]B;  
    input SA;  
    input SB;  
    input [3:0]D;  
    input DA;  
    input W;  
    input rst;  
    input clk;
    wire [1:0]load_enable;
    wire [3:0]R00, R01;
    Decoder1to2 decoder (load_enable, DA, W);
    RegisterNbit reg00 (D,R00,load_enable[0], rst, clk);  
    RegisterNbit reg01 (D,R01,load_enable[1], rst, clk);
    Mux2to1Nbit muxA (A,R00, R01, SA);
    Mux2to1Nbit muxB (B,R00, R01,SB);
endmodule
`timescale 1ns / 1ps
module RegisterNbit(D, Q, L, R, clock);;
    parameter N = 4;  
    output reg [N-1:0]Q;  
    input [N-1:0]D;  
    input L;  
    input R;  
    input clock;  
    always @(posedge clock or posedge R) begin
        if(R)
            Q <= 0;
        else if(L)
            Q <= D;
        else
            Q <= Q;
    end
endmodule
`timescale 1ns / 1ps
module cu (input clk, reset,input [2:0] adr1, input [2:0] adr2, output reg w_rf,output reg [2:0] adr,output reg DA,SA,SB, output reg [3:0] st_out, output reg w_ram);
    parameter S0_idle = 0 , S1_send_adr1 = 1 , S2_send_adr2 = 2 ,S3_multiply = 3 ,S4_write_ram =
    4,S5_read_ram=5 ;
    reg [3:0] PS,NS ;
    always@(posedge clk or posedge reset)
    begin
        if(reset)
            PS <= S0_idle;
        else
            PS <= NS ;
    end
    always@(*)
    begin
        case(PS)
            S0_idle:
            begin
                NS = S1_send_adr1;
                w_rf <= 1;
                w_ram <= 0;
                st_out <= 0;
            end
            S1_send_adr1:
            begin
                w_rf <= 1;
                adr<= adr1;
                DA <=1'b0;
                SA <=1'b0;
                SB <=1'b1;
                st_out <= 2;
                NS = S2_send_adr2;
            end
            S2_send_adr2:
            begin
                w_rf <= 1;
                adr<= adr2;
                NS = S3_multiply;
                DA <=1'b1;
                SA <=1'b0;
                SB <=1'b1;
                st_out <= 3;
            end
            S3_multiply: 
            begin
                NS = S4_write_ram;
                st_out <= 4;
                w_ram <= 1;
            end
            S4_write_ram: 
            begin
                st_out <= 4;
                NS = S5_read_ram;
            end
            S5_read_ram: 
            begin
                w_ram <= 0;
                st_out <= 5;
                    if(!reset) begin
                        NS = S5_read_ram;
                    end
                    else begin
                        NS = S0_idle;
                    end
                end
        endcase
    end
endmodule
`timescale 1ns / 1ps
module multiplier(a,b,p);
    input [3:0] a,b;
    wire [3:0]m0;
    wire [4:0]m1;
    wire [5:0]m2;
    wire [6:0]m3;
    wire [7:0] s1,s2,s3;
    output [7:0] p;
    assign m0 = {4{a[0]}} & b[3:0];
    assign m1 = {4{a[1]}} & b[3:0];
    assign m2 = {4{a[2]}} & b[3:0];
    assign m3 = {4{a[3]}} & b[3:0];
    assign s1 = m0+ (m1<<1);
    assign s2 = s1+ (m2<<2);
    assign s3 = s2+ (m3<<3);
    assign p = s3;
endmodule
```
**flow/run.sh**
```bash
#!/bin/bash
# OpenROAD 26Q1-2900-gdf79404cd8, Yosys 0.63+post, stock flow scripts
make -C /OpenROAD-flow-scripts/flow DESIGN_CONFIG=/design/flow/config.mk WORK_HOME=/design/flow/orfs finish
```
**flow/config.mk**
```make
export PLATFORM = sky130hd
export DESIGN_NAME = Multiplier_top
export DESIGN_NICKNAME = Multiplier_top
export VERILOG_FILES = /design/flow/design.v
export SDC_FILE = /design/flow/constraint.sdc
export NUM_CORES = 4
export LEC_CHECK = 1
export CORE_UTILIZATION = 30
```
**flow/constraint.sdc**
```tcl
current_design Multiplier_top

set clk_period 6.4
set clk_io_pct 0.2

create_clock -name clk0 -period $clk_period [get_ports {clk}]

set non_clock_inputs [all_inputs -no_clocks]
set_input_delay [expr $clk_period * $clk_io_pct] -clock clk0 $non_clock_inputs
set_output_delay [expr $clk_period * $clk_io_pct] -clock clk0 [all_outputs]
```
==> summary.txt <==
fresh numbers from the pnr run: status=finished, final reports clean, Fmax achieved=around 270 MHz, post-route cell area=between 5000 and 6000 sq um, register pins left without a clock=10, post-route clock period utilization=approximately 57%, Die Wd=122 um, Reg2Reg Depth=11, fill count=~1300, ys cells=between 300 and 400, DR pass1 iterations=4, Tool Warnings=28, die height=between 100 and 150 um, clk slew on worst S/H paths=60 ps, Critical Path RT=6460 ps, endpoints left unconstrained=16, Clock Skew=about 7.1 ps, DP Area=4710 sq um, min cycle time layout=3660 ps, Comb area=about 1600 sq um, first-pass GRT wire length=approximately 13000 um, VDD IR max=between 0.1 and 0.15 mV, Pwr Total=1.23 mW, DRC Markers=0, clock root buffer=clkbuf_16, Tot GR Track Use=around 12%, Buf+Inv Stages, Crit Path=1, main flop type=edfxtp_1, Inserted Clock Buffers=9, Power per Cell Area=~250 nW/um^2, yosys synthesis chip area=about 4300 sq um, Crit. Startpoint=uut5.reg01.Q[1], Seq cells post-synth=93, RSZ-0062 raised after global routing=false, post-synthesis cell type count=41, Slowest-stage cell, CP=a21oi_1, antenna violations before repair=0, vias=roughly 2400, CTS tree=done, Overflow after GRT=0, htree depth=3, met1 WL=around 3300 um, Fin Setup TNS=0 ps, hold_sp=uut5.reg00.Q[2], max layer used=met4, Area growth syn-to-layout=15.3%, final wirelength=7880 um, clk ins delay skew pair=330 ps, Worst EP arrival=3720 ps, Port Buffers=21, CP Cell Sequence=and2_1 > ha_1 > fa_1 > xnor2_1 > fa_1 > inv_1 > ha_1 > fa_1 > a21o_1 > a21oi_1 > nor2_1, DRT antenna net count=0, largest net degree at the start of global routing=21, CP endpoint kind=flop, Final Max-Slew Violation Tally=0, vias in the first global route=2479, routed len/inst=15.1 um, leakage=2.04 nW, DP HPWL=5670 um, wire length on met2=roughly 3800 um, r2r setup slk=between 2000 and 3000 ps, FP Core Util=31.0%, Ys Warns=5, Synth Cell Area=~4300 sq um, GPL Wtd Cong=about 0.82, max-cap viol count=0, Startpoint Class=flop, most used cell, CP=fa_1, Hold Crit Class=flop to flop, CP Max Fanout=8, # diodes=0, final setup violation count=0, # rows=43, CP Class=flop to flop, slew of the pin with the lowest slew margin=around 860 ps, Syn Inst Count=between 300 and 400, Post-synth EDFFs=around 70, Async S/R FF share, synth=a little under an eighth, Rel. slew slack=around 42%, WP depth=11, CP top delay family=adder cells, Clock Path Buffers=2, Critical Path Sink=uut3.mem[5][7], met3 WL=~650 um, post-CTS setup buffer count=0, cell type with the largest total area=edfxtp_1, final hold violations=0, max incr delay on CP=about 560 ps, CTS hold repair buffers=0, DRT iter0 DRCs=135, routed vias/inst=4.63, share of cells above drive strength 1=12.6%, worst reg2reg startpoint=uut5.reg01.Q[1], FF+latch area=between 2000 and 3000 sq um, post-cts resize count=0, Max-area cell share=49.8%, Mean Syn Cell Area=between 10 and 15 sq um, core box area=roughly 14000 sq um, reg2reg end=uut3.mem[5][7], die area=15000 sq um, Cell area leaders=edfxtp_1 50%, dfrtp_1 6.3%, mux4_2 4.7%, mux4_1 4.2%, and3_1 3.5%, # IOs=23
[through the flow]
step                      cells  setup slack (ps)  hold WS (ps)  util [%]
final                       520              2740           565      35.8
after global routing        520              2520           594      35.8
after CTS                   520              2720           567      35.8
after detailed placement    504              2570           555      33.7
after global placement      504              2610           555      33.7
after floorplan             315              3060           508         -
[synth_stat cells (2+ instances only)]
master	count
clkbuf_1	4
xnor2_1	3
a21oi_1	6
nand2_1	28
nor2b_1	2
ha_1	12
o21ai_0	2
edfxtp_1	72
fa_1	5
and3_1	24
mux2_1	4
dlxtn_1	10
buf_4	2
buf_6	2
buf_1	2
and2_1	17
nor3_1	9
and3b_1	3
mux4_2	9
inv_1	13
dfrtp_1	11
a21o_1	3
mux4_1	7
mux2_2	13
buf_2	4
nor2_1	29
nand2b_1	2
or2_1	2
mux2i_1	3
[per-layer routing]
layer / up-vias / track usage, %
li1: 1183 / -
met1: 1139 / 15.9
met2: 73 / 19.5
met3: 10 / 5.27
met4: 0 / 1.22
met5: - / 0
[power by group]
group          internal, mW  switching, mW
combinational        0.0468         0.0615
clock                 0.302          0.198
sequential            0.611        0.00809
[worst min-delay path, cell delays in order, from the launching register on]
cell,delay [ps]
dfrtp_1,400
nand2_1,60
o21ai_0,60
[sequential cells by signal (all words and copies together) (netlist names)]
signal	flops
uut3.mem	64
uut3.o_read_data	8
uut4.DA	1
uut4.NS	2
uut4.PS	3
uut4.adr	3
uut4.st_out	3
uut4.w_ram	1
uut5.reg00.Q	4
uut5.reg01.Q	4
[cell type report]
class,count,share of cell area [%]
clock buffer,10,4.57
clock inverter,6,1.27
inverter,14,1.05
multi-input combinational,194,32.4
sequential,93,51.7
tap,180,4.50
timing repair buffer,23,4.50
[cells in the final DEF, fill, tap and decap left out, types with 2 or more instances in the layout]
master / synthesis / routed
a21o_1: 3 / 3
a21oi_1: 6 / 6
and2_1: 17 / 17
and3_1: 24 / 24
and3b_1: 3 / 3
buf_4: 2 / 2
clkbuf_16: 0 / 9
clkdlybuf4s50_1: 0 / 21
clkinv_1: 0 / 2
clkinv_4: 0 / 2
dfrtp_1: 11 / 11
dlxtn_1: 10 / 10
edfxtp_1: 72 / 72
fa_1: 5 / 5
ha_1: 12 / 12
inv_1: 13 / 13
mux2_1: 4 / 4
mux2_2: 13 / 13
mux2i_1: 3 / 3
mux4_1: 7 / 7
mux4_2: 9 / 9
nand2_1: 28 / 28
nand2b_1: 2 / 2
nor2_1: 29 / 29
nor2b_1: 2 / 2
nor3_1: 9 / 9
o21ai_0: 2 / 2
or2_1: 2 / 2
xnor2_1: 3 / 3
[worst min path at each step]
stage,end,cells past startpoint
after global routing,uut5.reg00.Q[2],2
after CTS,uut5.reg00.Q[2],2
final,uut5.reg00.Q[2],2
[cell families (layout without fill, tap and decap cells)]
logic type,after synthesis,in the layout,share of synthesized area [%]
simple gates,123,123,15.0
xor+xnor,4,4,0.807
buf+inv,28,53,3.05
other cells,1,1,0.0863
latches,10,10,3.46
compound gates,13,13,1.73
mux,36,36,14.0
flops,83,83,56.1
fa+ha+maj,17,17,5.76
Power and IR drop assume default switching activity.
